`flow/config.mk`:
```
export PLATFORM = sky130hd
export DESIGN_NAME = async_fifo
export DESIGN_NICKNAME = async_fifo
export VERILOG_FILES = /design/flow/design.v
export SDC_FILE = /design/flow/constraint.sdc
export NUM_CORES = 4
export LEC_CHECK = 1
export CORE_UTILIZATION = 30
```
`flow/constraint.sdc`:
```
current_design async_fifo

set clk_period 2.6
set clk_io_pct 0.2

create_clock -name clk0 -period $clk_period [get_ports {i_rclk}]
create_clock -name clk1 -period $clk_period [get_ports {i_wclk}]

set non_clock_inputs [all_inputs -no_clocks]
set_input_delay [expr $clk_period * $clk_io_pct] -clock clk0 $non_clock_inputs
set_output_delay [expr $clk_period * $clk_io_pct] -clock clk0 [all_outputs]
```
`flow/design.v`:
```
module async_fifo #(
  parameter WIDTH = 1,
  parameter DEPTH = 4,
  parameter FWFT = 0   
)(
  input   logic[WIDTH-1:0]  i_wdata,
  input   logic             i_wen,
  output  logic             o_full,
  input   logic             i_wclk,
  input   logic             i_wrst,
  output  logic[WIDTH-1:0]  o_rdata,
  input   logic             i_ren,
  output  logic             o_empty,
  input   logic             i_rclk,
  input   logic             i_rrst
);
  localparam PTR_WIDTH = $clog2(DEPTH);
  logic unsigned[PTR_WIDTH:0] wpointer_wclk;         
  logic unsigned[PTR_WIDTH:0] gray_wpointer_wclk;    
  logic unsigned[PTR_WIDTH:0] gray_wpointer_cdc;     
  logic unsigned[PTR_WIDTH:0] gray_wpointer_rclk;    
  logic unsigned[PTR_WIDTH:0] wpointer_rclk;         
  logic unsigned[PTR_WIDTH:0] rpointer_rclk;         
  logic unsigned[PTR_WIDTH:0] gray_rpointer_rclk;    
  logic unsigned[PTR_WIDTH:0] gray_rpointer_cdc;     
  logic unsigned[PTR_WIDTH:0] gray_rpointer_wclk;    
  logic unsigned[PTR_WIDTH:0] rpointer_wclk;         
  logic[WIDTH-1:0]            mem[DEPTH-1:0];
  function [PTR_WIDTH:0] bin2gray;
    input  [PTR_WIDTH:0] bin;
    logic  [PTR_WIDTH:0] gray;
    begin
      gray = bin ^ (bin >> 1);
      bin2gray = gray;
    end
  endfunction
  function [PTR_WIDTH:0] gray2bin;
    input  [PTR_WIDTH:0] gray;
    logic  [PTR_WIDTH:0] bin;
    begin
      for(int i = 0; i <= PTR_WIDTH; i++) begin
        bin[i] = ^(gray >> i);
      end
      gray2bin = bin;
    end
  endfunction
  always_ff @(posedge i_wclk) begin : write_block
    if (i_wrst) begin
        wpointer_wclk <= '0;
        for(int i = 0; i < DEPTH; i++) begin
          mem[i] <= '0;
        end
    end else if (~i_wrst) begin
        if (i_wen && ~o_full) begin
          mem[wpointer_wclk[PTR_WIDTH-1:0]] <= i_wdata;
          wpointer_wclk <= wpointer_wclk + 1;
        end
    end
  end
  always_ff @(posedge i_rclk) begin : read_block
    if (i_rrst) begin
      rpointer_rclk <= '0;
    end else if (~i_rrst) begin
      if (i_ren && ~o_empty) begin
        rpointer_rclk <= rpointer_rclk + 1;
      end
    end
  end
  always_ff @(posedge i_wclk) begin
    if (i_wrst) begin
      gray_wpointer_wclk <= '0;
      rpointer_wclk <= '0;
    end else begin
      gray_wpointer_wclk <= bin2gray(wpointer_wclk);
      rpointer_wclk <= gray2bin(gray_rpointer_wclk);
    end
  end
  always_ff @(posedge i_rclk) begin
    if (i_rrst) begin
      gray_rpointer_rclk <= '0;
      wpointer_rclk <= '0;
    end else begin
      gray_rpointer_rclk <= bin2gray(rpointer_rclk);
      wpointer_rclk <= gray2bin(gray_wpointer_rclk);
    end
  end
  always_ff @(posedge i_wclk) begin : wpointer_cdc
    if (i_wrst) begin
      gray_rpointer_cdc   <= '0;
      gray_rpointer_wclk  <= '0;
    end else if (~i_wrst) begin
      gray_rpointer_cdc   <= gray_rpointer_rclk;
      gray_rpointer_wclk  <= gray_rpointer_cdc;
    end
  end
  always_ff @(posedge i_wclk) begin : rpointer_cdc
    if (i_wrst) begin
      gray_wpointer_cdc   <= '0;
      gray_wpointer_rclk  <= '0;
    end else if (~i_wrst) begin
      gray_wpointer_cdc   <= gray_wpointer_wclk;
      gray_wpointer_rclk  <= gray_wpointer_cdc;
    end
  end
  generate
    if (FWFT) begin
      assign o_rdata = mem[rpointer_rclk[PTR_WIDTH-1:0]];
    end else begin
      always_ff @(posedge i_rclk) begin : read_block
        if (i_rrst) begin
          o_rdata <= '0;
        end else if (~i_rrst) begin
          if (i_ren && ~o_empty) begin
            o_rdata <= mem[rpointer_rclk[PTR_WIDTH-1:0]];
          end
        end
      end
    end
  endgenerate
  assign o_empty  = wpointer_rclk == rpointer_rclk;
  assign o_full   = (wpointer_wclk[PTR_WIDTH-1:0] == rpointer_wclk[PTR_WIDTH-1:0]) && (wpointer_wclk[PTR_WIDTH] ^ rpointer_wclk[PTR_WIDTH]);
endmodule
```
`flow/run.sh`:
```
#!/bin/bash
# OpenROAD 26Q1-2900-gdf79404cd8, Yosys 0.63+post, stock flow scripts
make -C /OpenROAD-flow-scripts/flow DESIGN_CONFIG=/design/flow/config.mk WORK_HOME=/design/flow/orfs finish
```
==> results.toml <==
# physical design summary
[final_timing]
setup-violations-final = 0
max_slew.worst_pin.slew_ns = 0.514
slew_headroom_pct = 65.5
drv_slew = 0
rsz0062_at_grt = "false"
finalHoldViolCount = 0
fin_worst_skew_ns = 0.00425
final.setup.tns_ns = 0

[cells_and_area]
lay_top_cells = "dfxtp_1, nor2b_1, nor2_1"
final_layout_size_suffix_gt1_share_pct = 13.7
area_delta_synth_final_pct = 15.1
fin_util_pct = 36.4
lay_top_count = "dfxtp_1"
largest_reg_flops = 4
regMostFlops = "mem"

[clock_network]
cts_sinks = 35
cts_tree = "yes"
postCtsSetupBuffers = 0
cts.repair.resized = 0
ctsHoldBuffers = 0
clkTransAtPathRegs_ns = 0.08

[worst_setup_path]
cp_top_family = "flip-flops"
crit_start = "wpointer_wclk[1]"
critical_path_class = "register to output pin"
cp.required_ns = 2.08
slowest_delay_ns = 0.59
critPathArrivalTime_ns = 1.77
crit_path_end_kind = "output pin"
path_buffers = 1
crit_fanout = 9
path_cells = "xor2_4, nor3_1, clkdlybuf4s50_1"
start_kind = "register"
slowest_stage = "dfxtp_1"
worst_r2r_startpoint = "wpointer_wclk[1]"

[synth]
ys_seq_elements = 35
synth-area-yosys_um2 = 1400
ys_top_cells_by_area = "dfxtp_1, nor2b_1, edfxtp_1"
fa_ha_area_share_pct = 1.79
syn_area_um2 = 1400
synthAoiAreaFrac_pct = 9.50
synth_xor_xnor_area_share_pct = 9.41
ys_seq_share_pct = 53.0
muxShareOfSynthArea_pct = 6.09
top_area_cell = "dfxtp_1"
synth.avg_cell_area_um2 = 11.6
simple_gate_share_pct = 16.9
syn_inst = 120
top_logic_kind = "simple AND/OR/NAND/NOR gates"
top_area_share_pct = 44.4
synth-warning-count = 1
ys_cells = 120
synth.distinct_cells = 29

[grt]
grt.overflow.total = 0
top_usage_layer = "met1"
grt.met3_usage_pct = 1.75
use_met1_pct = 14.4
antenna_found_initial = 0
grt_max_degree = 16
grt_usage_pct = 8.64
grt_pass1_vias = 783
met2_usage_pct = 11.6
grt_pass1_wl_um = 3410

[run]
tool_warnings = 26
max-cap-violations = 0

[place]
dp_hpwl_um = 1340
gp_congestion = 0.803
numPortBuffers = 8

[route]
antennaDiodeCount = 0
dr.first_iter.drc_count = 21
firstDrtPassIters = 4
vias = 794
viasPerCell = 4.34
wl_per_cell_um = 10.5
drt_wl_total_um = 1920
drc = 0
ant_nets = 0

[floorplan]
die_w_um = 70.2
core.rowCount = 24
die_y_um = 70.2
io_pins = 10
initCoreUtil_pct = 31.6
core-area_um2 = 4410
die_area_um2 = 4930

[hold_path]
hold_class = "register to register"
hold_start = "gray_rpointer_rclk[0]"

[power]
power_density_nw_per_um2 = 685
irDropWorstVdd_v = 0.000361
p_leak_nw = 0.641

[run_status]
status = "finished, final reports clean"
-- area by class of cell --
class	instances	area [um2]
Fill cell	405	2810
Sequential cell	35	741
Multi-Input combinational cell	76	611
Timing Repair Buffer	9	87.6
Clock buffer	6	82.6
Tap cell	52	65.1
Inverter	4	15.0
Clock inverter	1	6.26
-- synth_stat cells (all sizes together) --
| master | n |
|---|---|
| mux2i | 1 |
| o311a | 1 |
| nor2 | 12 |
| edfxtp | 4 |
| buf | 2 |
| inv | 4 |
| ha | 2 |
| nor4bb | 1 |
| o311ai | 1 |
| a211oi | 2 |
| o21ai | 3 |
| dfxtp | 31 |
| nor2b | 22 |
| mux2 | 4 |
| a211o | 2 |
| clkbuf | 3 |
| o31a | 1 |
| nand2 | 1 |
| nand2b | 4 |
| nor3 | 3 |
| xnor2 | 5 |
| xor2 | 7 |
| mux4 | 1 |
| o31ai | 3 |
-- metal layers --
metal | vias up | share of wire, %
li1 | 420 | -
met1 | 353 | 56
met2 | 16 | 38
met3 | 5 | 3.7
met4 | 0 | 2.4
met5 | - | 0
-- logic make-up (layout without fill, tap and decap cells) --
group,count (synthesis),after routing
xor gates and xnor gates,12,12
adders and majority gates,2,2
buffers and inverters,9,20
muxes,6,6
AOI/OAI and AO/OA,13,13
DFF,35,35
and+or+nand+nor,43,43
-- metrics by stage --
| stage | hold slack, ns | instance area, um2 | std cells | setup slack [ns] | total power, mW |
|---|---|---|---|---|---|
| after detailed placement | 0.423 | 1520 | 176 | 0.599 | 0.734 |
| final | 0.431 | 1610 | 183 | 0.306 | 1.10 |
| after global routing | 0.436 | 1610 | 183 | 0.165 | 1.16 |
| after global placement | 0.420 | 1520 | 176 | 0.603 | 0.731 |
| after CTS | 0.434 | 1610 | 183 | 0.294 | 1.11 |
| after floorplan | 0.414 | 1400 | 120 | 1.19 | 0.699 |
-- final timing paths --
| check | slack (ns) | endpoint | cells past startpoint |
|---|---|---|---|
| hold / removal | 0.43 | gray_rpointer_cdc[0] | 1 |
| hold reg to reg | 0.43 | gray_rpointer_cdc[0] | 1 |
| min in group clk0 | 0.48 | o_rdata | 2 |
| max in group clk1 | 0.93 | mem[0] | 4 |
| setup / recovery | 0.31 | o_full | 3 |
| setup reg to reg | 0.99 | wpointer_wclk[1] | 3 |
-- worst register-to-register path, cell delays in order, from the launching register on --
cell and delay [ns]:
dfxtp_1 0.59, xor2_4 0.16, o31ai_4 0.42, mux2_4 0.33
-- power by group --
part	switching [mW]	total [mW]	internal [mW]	leakage (nW)
combinational	0.0537	0.122	0.0684	0.300
sequential	0.0252	0.601	0.576	0.293
clock	0.169	0.378	0.210	0.0476
total	0.247	1.10	0.854	0.641
No activity file was given, so power comes from the tool's default toggle rates.
